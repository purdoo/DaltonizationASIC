### ./design.v
module flex_counter
#(
  parameter NUM_CNT_BITS = 4
)
(
  input wire clk,
  input wire n_rst,
  input wire clear,
  input wire count_enable,
  input wire [(NUM_CNT_BITS-1):0] rollover_val,
  output wire rollover_flag
);
  reg [(NUM_CNT_BITS-1):0] q1;
  reg [(NUM_CNT_BITS-1):0] q2;
  reg rollover;
  assign rollover_flag = rollover;
  assign q2 = q1 + 1;
  initial
    q1 <= 0;
  always @ (posedge clk, negedge n_rst)
    if(!n_rst)
      q1 <= 0;
    else if( clear )
      q1 <= 0;
    else if( rollover_flag )
      q1 <= 1;
    else if( count_enable )
      q1 <= q2;
  always @ (posedge clk, negedge n_rst)
   if(!n_rst)
     rollover <= 0;
   else if( clear || rollover )
     rollover <= 0;
   else if( (q2 == rollover_val) && count_enable)
     rollover <= 1;    
endmodule
module timer
(
  input wire clk,
  input wire n_rst,
  input wire enable_timer,
  output wire shift_strobe,
  output wire packet_done
);
  reg clear;
  flex_counter C0
  (
    .clk(clk),
    .n_rst(n_rst),
    .count_enable(enable_timer),
    .rollover_val(4'b1010),
    .rollover_flag(shift_strobe),
    .clear(clear)
  );
  flex_counter C1
  (
    .clk(clk),
    .n_rst(n_rst),
    .count_enable(shift_strobe),
    .rollover_val(4'b1010),
    .rollover_flag(packet_done),
    .clear(clear)
  );
  assign clear = packet_done;
endmodule
### ./run.sh
#!/bin/bash
# OpenROAD 26Q1-2900-gdf79404cd8, Yosys 0.63+post, stock flow scripts
make -C /OpenROAD-flow-scripts/flow DESIGN_CONFIG=/design/flow/config.mk WORK_HOME=/design/flow/orfs finish
### ./config.mk
export PLATFORM = sky130hd
export DESIGN_NAME = timer
export DESIGN_NICKNAME = timer
export VERILOG_FILES = /design/flow/design.v
export SDC_FILE = /design/flow/constraint.sdc
export NUM_CORES = 4
export LEC_CHECK = 1
export CORE_AREA = 10 10 70 70
export DIE_AREA = 0 0 80 80
### ./constraint.sdc
current_design timer

set clk_period 1.3
set clk_io_pct 0.2

create_clock -name clk0 -period $clk_period [get_ports {clk}]

set non_clock_inputs [all_inputs -no_clocks]
set_input_delay [expr $clk_period * $clk_io_pct] -clock clk0 $non_clock_inputs
set_output_delay [expr $clk_period * $clk_io_pct] -clock clk0 [all_outputs]
==> deck_impl_summary.md <==
Run Summary

Status
  – Status: complete, no violations

Synthesis
  – YS chip area: roughly 540 sq um
  – Synth Register Bits: 10
  – Syn avg cell area: a little over 10 sq um
  – Distinct cells, synth: 17
  – Post-Syn Area: 539 sq um
  – # Cells Yosys: between 50 and 60
  – Mapped Cells: approximately 52
  – Synth warn: 3
  – Register share after synthesis: between 40% and 50%

Global routing
  – Remaining Overflow, GRT: 0
  – GR Util All Layers: 3.13%
  – Largest net degree at the start of global routing: 12
  – Initial antenna violation count: 0
  – First-pass GRT wire length: ~1600 microns
  – Number of global-route vias before repair: between 300 and 400

Worst setup path
  – Worst-path cell chain: ha_1 > a2111oi_2
  – Buf/Inv on CP: 0
  – Critical path's top delay family: flip-flops
  – Crit Path Category: reg -> reg
  – WP data required: 1.46 ns
  – CP startpoint: C0.q1[0]
  – CP peak stage delay: between 0.4 and 0.5 ns
  – R2r startpoint: C0.q1[0]
  – Critical path arrival: between 1 and 1.5 ns
  – CP max stage cell: dfrtp_1
  – Crit-path max FO: 5
  – Worst Setup Start Kind: flop
  – CP endpoint kind: flop

Layout
  – Commonest Layout Cell: dfrtp_1
  – Area growth, synth to finish: 21.1%
  – Share of post-route cells with drive strength above 1: roughly an eighth
  – Finished Layout Cells: 105
  – Utilization after layout: 19.1%
  – Most frequent logic cells in the routed design: dfrtp_1, nor2_1, xor2_1

STA
  – Relative slew margins: 69.9%
  – RSZ-0062 raised after global routing: false
  – Fmax: between 0.8 and 0.9 GHz
  – Fin. max-slew vios: 0
  – Final Skew: about 0.0025 ns
  – Tcrit/Tclk final: approximately 90%
  – Final setup fails: 0
  – Final Critical Period: approximately 1.1 ns
  – Final WS setup: 0.159 ns
  – Worst Max-Slew Pin Slew: about 0.45 ns
  – Final Hold Fails: 0

Clocking
  – Clock transition at path regs: about 0.06 ns
  – Worst skew pair latency: approximately 0.26 ns
  – Post-CTS sizing: 2
  – Longest Clk Path Bufs: 2
  – Root Driver: clkbuf_4
  – CTS tree: yes
  – Clock H-tree levels: 1
  – Post-CTS Setup Inserts: 0
  – Clock buffers created by TritonCTS: 3
  – CTS Hold Buffers Added: 0
  – CTS Sinks: 10

Detailed routing
  – Iteration-0 DRC Markers: 26
  – WL/cell: roughly 8.6 microns
  – DR pass1 iterations: 2
  – N_diodes: 0
  – Via density: ~3.4
  – DR vias: ~350
  – DRC Markers: 0
  – Post-Route WL: ~900 microns
  – Post-route ant nets: 0

Power and ir drop
  – Pwr/cell area: ~1800 nW/um^2
  – Psw: ~440 uW
  – Switching share of power: between 30% and 40%
  – Combinational group share of total power: between 30% and 40%
  – Int Power: roughly 750 uW
  – Clock power frac: between 15 and 20%
  – Part of the power in registers: a little under half
  – Peak supply drop: between 0.2 and 0.3 mV
  – Pleak: just under 0.3 nW
  – Tot Pwr: ~1.2 mW

Flow run
  – Number of OpenROAD warnings: 27
  – Max-cap violations: 0

Floorplan
  – Die H: 80 microns
  – Fp_density: between 10% and 20%
  – Core footprint: 3420 sq um
  – I/O Pins: 5
  – Die Area: ~6400 sq um
  – Row count: 21
  – Die extent in x: 80 microns

Hold path
  – Hold Crit Class: in -> async

Place
  – Placed insts: between 100 and 150
  – PortBufs: 4
  – Place WS: -0.0657 ns
  – GPL Wtd Cong: slightly below 0.7
[cells in the mapped netlist (all sizes together)]
cell type	instances	area share, %
nor3	3	3.7
o21ai	1	0.93
ha	4	9.3
a211oi	1	1.4
nand4	2	2.3
inv	2	1.4
buf	2	3.5
a2111oi	1	2.8
nand3	4	3.7
and3b	1	1.6
xnor2	1	1.6
nor2	9	6.3
dfrtp	10	46
xor2	8	13
nand2	3	2.1
[stage by stage]
step | cell area, sq um | hold slack [ns] | setup TNS (ns)
6_report | 653 | 0.311 | 0
5_1_grt | 653 | 0.348 | 0
4_1_cts | 653 | 0.326 | 0
3_5_place_dp | 633 | 0.572 | -0.104
3_3_place_gp | 633 | 0.574 | -0.0618
2_1_floorplan | 539 | -0.0356 | 0
[per-layer routing]
| metal | up-vias | GRT usage (%) | wire length (microns) |
|---|---|---|---|
| met5 | - | 0 | 0 |
| met4 | 0 | 0.528 | 8 |
| met3 | 2 | 1.70 | 79 |
| met2 | 6 | 4.17 | 352 |
| met1 | 158 | 4.35 | 462 |
| li1 | 188 | - | - |
[logic make-up (layout without fill, tap and decap cells)]
group,after synthesis,after routing,synth area share (%)
buf+inv,4,11,4.87
fa+ha+maj,4,4,9.28
flops,10,10,46.4
simple gates,22,22,19.7
compound gates,3,3,5.10
xor+xnor,9,9,14.6
[path summary, 6_finish.rpt]
kind                                     to  slack [ns]  cells after the start
worst max-delay path               C0.q1[1]        0.16                      2
worst min-delay path               C0.q1[3]        0.31                      1
worst max register to register     C0.q1[1]        0.16                      2
worst min register to register  C1.rollover        0.58                      2
max in group asynchronous          C1.q1[0]        0.68                      1
min in group clk0               C1.rollover        0.58                      2
[final cells by class]
cell class | count | area [sq um]
fill | 392 | 2760
multi-input combinational | 38 | 263
sequential | 10 | 250
tap | 46 | 57.6
timing repair buffer | 6 | 52.6
clock buffer | 3 | 22.5
inverter | 2 | 7.51
[registers in the layout, indices dropped and copies added (netlist names)]
register and cells:
C0.rollover 1, C0.q1 4, C1.rollover 1, C1.q1 4
[power by group through the flow]
| stage | combinational (mW) | clock, mW | sequential, mW |
|---|---|---|---|
| after CTS | 0.423 | 0.222 | 0.564 |
| after global routing | 0.495 | 0.239 | 0.584 |
| final | 0.417 | 0.207 | 0.567 |
Power figures rest on the tool's default switching activity, not on a simulated workload.
