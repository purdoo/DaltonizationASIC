`/design/flow/design.v`:
```
module controller
(
  input wire clk,
  input wire n_rst,
  input wire [7:0] rx_data,
  input wire data_ready,
  input wire overrun_error,
  input wire framing_error,
  input wire comp_done,
  output reg start_comp,
  output reg shift_enable,
  output reg [1:0] mode
);
  reg [3:0] state, n_state;
  reg [3:0] IDLE      = 4'b0001;
  reg [3:0] CHKERROR  = 4'b0010;
  reg [3:0] START     = 4'b0011;
  reg [3:0] MODEENC   = 4'b0100;
  reg [3:0] DALTON    = 4'b0101;
  reg [3:0] BLKWHT    = 4'b0110;
  reg [3:0] NEGATIVE  = 4'b0111;
  reg [3:0] COMP      = 4'b1000;
  reg [3:0] TDONE     = 4'b1001;
  reg [3:0] EIDLE     = 4'b1010;
  always @ (state, rx_data, data_ready, overrun_error, framing_error, comp_done, data_ready)
  begin : FSM
    case(state)
      IDLE:
        if(data_ready)
          n_state = CHKERROR;
        else
          n_state = IDLE;
      CHKERROR:
        if(framing_error)
          n_state = EIDLE;
        else if(overrun_error)
          n_state = EIDLE;
        else
          n_state = START;
      START:
        n_state = MODEENC;
      MODEENC:
        if(rx_data == 8'b00000111)
          n_state = DALTON;
        else if(rx_data == 8'b00000011)
          n_state = BLKWHT;
        else if(rx_data == 8'b00000001)
          n_state = NEGATIVE;
        else
          n_state = EIDLE;
      DALTON:
        n_state = COMP;
      BLKWHT:
        n_state = COMP;
      NEGATIVE:
        n_state = COMP;
      COMP:
        if(comp_done)
          n_state = TDONE;
        else
          n_state = COMP;
      TDONE:
        n_state = IDLE;
      EIDLE:
        n_state = IDLE;
      default:
        n_state = IDLE;
    endcase
  end
  always @ (posedge clk, negedge n_rst)
    if(!n_rst)
      state <= IDLE;
    else
      state = n_state;
  always @ (state)
  begin
    case(state)
      IDLE: begin
        start_comp    = 0;
        shift_enable  = 0;
        mode          = 0;
      end
      CHKERROR: begin
        start_comp    = 0;
        shift_enable  = 0;
        mode          = 0;
      end
      START: begin
        start_comp    = 0;
        shift_enable  = 0;
        mode          = 0;
      end
      MODEENC: begin;
        start_comp    = 0;
        shift_enable  = 0;
        mode          = 0;
      end
      DALTON: begin
        start_comp    = 0;
        shift_enable  = 0;
        mode          = 3;
      end
      BLKWHT: begin
        start_comp    = 0;
        shift_enable  = 0;
        mode          = 2;
      end
      NEGATIVE: begin
        start_comp    = 0;
        shift_enable  = 0;
        mode          = 1;
      end
      COMP: begin
        start_comp    = 1;
        shift_enable  = 0;
      end
      TDONE: begin
        start_comp    = 0;
        shift_enable  = 1;
        mode          = 0;
      end
      EIDLE: begin
        start_comp    = 0;
        shift_enable  = 0;
        mode          = 0;
      end
      default: begin
        start_comp    = 0;
        shift_enable  = 0;
        mode          = 0;
      end
    endcase
  end
endmodule
```
`/design/flow/run.sh`:
```
#!/bin/bash
# OpenROAD 26Q1-2900-gdf79404cd8, Yosys 0.63+post, stock flow scripts
make -C /OpenROAD-flow-scripts/flow DESIGN_CONFIG=/design/flow/config.mk WORK_HOME=/design/flow/orfs finish
```
`/design/flow/config.mk`:
```
export PLATFORM = sky130hd
export DESIGN_NAME = controller
export DESIGN_NICKNAME = controller
export VERILOG_FILES = /design/flow/design.v
export SDC_FILE = /design/flow/constraint.sdc
export NUM_CORES = 4
export LEC_CHECK = 1
export CORE_AREA = 10 10 77 77
export DIE_AREA = 0 0 87 87
```
`/design/flow/constraint.sdc`:
```
current_design controller

set clk_period 2.1
set clk_io_pct 0.2

create_clock -name clk0 -period $clk_period [get_ports {clk}]

set non_clock_inputs [all_inputs -no_clocks]
set_input_delay [expr $clk_period * $clk_io_pct] -clock clk0 $non_clock_inputs
set_output_delay [expr $clk_period * $clk_io_pct] -clock clk0 [all_outputs]
```
==> commit_impl_results.txt <==
Log flow metrics for this revision

- Status: completed
- Share of cells above drive strength 1: 18.0%
- Across the whole layout, storage elements account for 282 um2.
- Synth mux share: 0%
- The floorplan has 24 rows.
* CTS Buffer Depth: 2
- Area growth syn-to-layout: 68.2%
- For this block, the initial DRC count from the detailed router was 14.
* OpenROAD warning count: 25
* Final number of max-transition violations: 0
- Clock skew: 0.000167 ns
- Least setup slack across all paths after layout: 0.213 ns
- Grt total ovfl: 0
- Category of the most critical setup path: flip-flop to output pin
- First-pass DRT Iterations: 3
- Worst slack at placement: 0.0865 ns
- For the pin with the worst max-slew slack, the measured transition is 0.424 ns.
- Number of placed instances, taps included: 109
* Hpwl dp: 825 um
- The max-slew check reports its worst relative slack as 71.7%.
- The number of antenna violations at the first check in global routing was 0.
- Global-route wire length before repair: 1810 um
- Total power divided by cell area: 669 nW/um2
* Yosys adder share: 0%
* Cell with the biggest individual delay on the critical path: sky130_fd_sc_hd__dfrtp_1
* Delay of the slowest cell on the worst path: 0.38 ns
- After filler insertion, the fill cell instance count of the layout stands at 466.
- For this sky-water flow run, the detailed-routed wirelength per cell is reported as 8.66 um.
* Via count of the first global-routing pass: 387
- According to the timing report, the data required time at the worst endpoint equals 1.68 ns.
- Via count of the routed design: 337
- For reference, the top logic cell family by area is simple AND/OR/NAND/NOR gates.
- Startpoint class of the critical path: flip-flop
* Count of nets left with antenna violations after detail routing: 0
- For this configuration, the core starts out at a cell density of 10.3%.
- The path class of the tightest hold or removal check is flip-flop to flip-flop.
- Y dimension of the die: 87 um
- H-tree levels: 1
- Maximum fanout along the worst path: 4
- Pin count of the biggest net entering global routing: 11
- The synthesis stat section lists a flop and latch total of 12.
* Endpoints left unconstrained: 4
- Setup Buffers After CTS: 0
- Multi-input gate area: 168 um2
* Xor/xnor share: 0%
* Number of buffers added by the clock tree synthesis step: 3
- Final Non-Filler Cells: 113
* Sum of routed wire length over all layers: 979 um
- Counting distinct cell types in the post-synthesis netlist gives 20.
- Routability cong.: 0.738
- Dividing the detail-routed via count by the number of cells gives 2.98.
* Top library cells by usage in the layout, fill and taps aside: 15 x sky130_fd_sc_hd__clkdlybuf4s50_1, 9 x sky130_fd_sc_hd__dfrtp_1, 4 x sky130_fd_sc_hd__o21ai_0, 4 x sky130_fd_sc_hd__clkbuf_8, 3 x sky130_fd_sc_hd__inv_1
- Diodes inserted: 0
* Tmin final: 1.89 ns
- Walking the worst path, the cells encountered are nor4_2 > buf_4 > and3_4 > dlygate4sd2_1.
- Overall chip area: 7570 um2
* Leak pwr: 0.000309 uW
* PortBufs: 17
* Number of setup violations in the final report: 0
- The synth_stat.txt file lists the number of cells as 39.
* Ys flop type: sky130_fd_sc_hd__dfrtp_1
- After synthesis, the share of flip-flops with an asynchronous set or reset is 83.3%.
- Sum of negative setup slack: 0 ns
* CTS root buffer: sky130_fd_sc_hd__clkbuf_8
* Top-level port count: 18
- Register pins left without a clock: 2
- Most common library cell in the layout ignoring fill and taps: sky130_fd_sc_hd__clkdlybuf4s50_1
* DRC viols: 0
- Crit share post-route: 89.9%
- Fmax: 530 MHz
- Per the post-synthesis report, the number of cells in the design is 39.
* Post-synth area from yosys stat: 449 um2
* Setup repair after global routing missed its margin: false
* Clock slew at reported path FFs: 0.04 ns
- Post-Synth AOI/OAI Area: 9.47%
* Total standard cell area after synthesis: 449 um2
* Mean instance size in the synthesized netlist: 11.5 um2
- The final hold violation count recorded for this run is 0.
- Largest vdd supply drop: 0.000527 V
- Max capacitance violation total: 0
* Aggregate global-route resource usage: 2.92%
- The warning tally printed by Yosys for this design is 1.
- Per the synthesis report, the simple-gate share of the synthesized area is 25.3%.
- Critical path data arrival time: 1.47 ns
- Insertion Delay late pin: 0.23 ns
- The die is 87 um wide.
- STA classifies the critical path endpoint as an output pin.
- Yosys mapped a number of flops with a built-in enable equal to 0.
- The core region is 4350 um2.
- TritonCTS clock tree: done
layer usage:
layer  routed length, um  global-route usage [%]  vias to the layer above
met2                 328                    3.33                       17
met4                   0                   0.295                        0
met5                   0                       0                        -
li1                    -                       -                      178
met1                 548                    4.35                      142
met3                 103                    2.08                        0
cell type report:
| type | count | share of cell area [%] |
|---|---|---|
| Inverter | 3 | 1.49 |
| Tap cell | 52 | 8.61 |
| Timing Repair Buffer | 18 | 23.2 |
| Sequential cell | 12 | 37.3 |
| Multi-Input combinational cell | 24 | 22.2 |
| Clock buffer | 4 | 7.28 |
Yosys cell counts, types with 2 or more instances:
cell / number / area share [%]
sky130_fd_sc_hd__dfrtp_1: 9 / 50
sky130_fd_sc_hd__o21ai_0: 4 / 4.5
sky130_fd_sc_hd__inv_1: 3 / 2.5
sky130_fd_sc_hd__and2_1: 2 / 2.8
sky130_fd_sc_hd__dlxtn_1: 2 / 6.7
sky130_fd_sc_hd__nand2_1: 2 / 1.7
sky130_fd_sc_hd__nor2_1: 2 / 1.7
sky130_fd_sc_hd__nor3_1: 2 / 2.2
sky130_fd_sc_hd__o21a_1: 2 / 3.3
critical path, delay by kind of cell, from the launching register on:
kind,cells,cell delay [ns]
buffers and inverters,2,0.38
DFF,1,0.38
and+or+nand+nor,2,0.48
what timing repair did:
action | 4_1_cts | 5_1_grt
gates resized | 4 | 0
endpoints found under the setup margin | 2 | 0
hold buffers | 0 | 0
final timing paths:
check	cells after the start	startpoint	slack, ns	endpoint
worst min register to register	0	state[8]	0.39	state[2]
worst max-delay path	4	state[8]	0.21	start_comp
worst min-delay path	0	state[8]	0.39	state[2]
min in group asynchronous	1	n_rst	0.50	state[2]
max in group asynchronous	1	n_rst	1.28	state[0]
worst max register to register	3	state[2]	1.01	state[5]
power breakdown:
| group | switching, uW | total, uW | internal, uW |
|---|---|---|---|
| Combinational | 21.4 | 60.4 | 38.9 |
| Clock | 67.1 | 231 | 164 |
| Sequential | 7.39 | 214 | 207 |
stage by stage:
| step | utilization [%] | area [um2] | total power (uW) | hold slack, ns |
|---|---|---|---|---|
| 2_1_floorplan | - | 449 | 231 | 0.124 |
| 3_3_place_gp | 15.9 | 692 | 272 | 0.358 |
| 3_5_place_dp | 15.9 | 692 | 274 | 0.370 |
| 4_1_cts | 17.4 | 756 | 514 | 0.388 |
| 5_1_grt | 17.4 | 756 | 536 | 0.416 |
| 6_report | 17.4 | 756 | 506 | 0.393 |
registers in the layout, indices dropped and copies added, names as in the netlist:
register,flops
mode,2
state,10
kinds of logic (layout without fill, tap and decap cells):
logic type,after synthesis,count (layout)
AND-OR/OR-AND,7,7
buffers and inverters,3,25
flip-flops,10,10
latches,2,2
AND/OR/NAND/NOR,17,17
No activity file was given, so power comes from the tool's default toggle rates.
